===== /design/flow/run.sh =====
#!/bin/bash
# OpenROAD 26Q1-2900-gdf79404cd8, Yosys 0.63+post, stock flow scripts
make -C /OpenROAD-flow-scripts/flow DESIGN_CONFIG=/design/flow/config.mk WORK_HOME=/design/flow/orfs finish

===== /design/flow/design.v =====
`timescale 1ns/1ps
module sat_counter #(
    parameter int WIDTH = 8
)(
    input  logic                   clk,
    input  logic                   rst_n,               
    input  logic                   clear,               
    input  logic                   enable,
    input  logic                   up_down_n,           
    input  logic [2:0]             step_size,           
    input  logic [WIDTH-1:0]       count_max,
    output logic [WIDTH-1:0]       count,
    output logic                   count_max_reached,
    output logic                   count_zero_reached
);
    logic [WIDTH-1:0] step;
    assign step = step_size + 1'b1;
    always_ff @(posedge clk or negedge rst_n) begin
        if (!rst_n) begin
            count <= '0;
        end
        else if (clear) begin
            count <= '0;
        end
        else if (enable) begin
            if (up_down_n) begin
                if (count >= count_max)
                    count <= count_max;
                else if (count + step >= count_max)
                    count <= count_max;
                else
                    count <= count + step;
            end
            else begin
                if (count <= step)
                    count <= '0;
                else
                    count <= count - step;
            end
        end
    end
    always_comb begin
        count_max_reached  = (count == count_max);
        count_zero_reached = (count == '0);
    end
endmodule

===== /design/flow/config.mk =====
export PLATFORM = sky130hd
export DESIGN_NAME = sat_counter
export DESIGN_NICKNAME = sat_counter
export VERILOG_FILES = /design/flow/design.v
export SDC_FILE = /design/flow/constraint.sdc
export NUM_CORES = 4
export LEC_CHECK = 1
export CORE_AREA = 10 10 99 99
export DIE_AREA = 0 0 109 109

===== /design/flow/constraint.sdc =====
current_design sat_counter

set clk_period 7.2
set clk_io_pct 0.2

create_clock -name clk0 -period $clk_period [get_ports {clk}]

set non_clock_inputs [all_inputs -no_clocks]
set_input_delay [expr $clk_period * $clk_io_pct] -clock clk0 $non_clock_inputs
set_output_delay [expr $clk_period * $clk_io_pct] -clock clk0 [all_outputs]

==> Slide: Implementation Results <==
Run Summary

Placement
  – GPL Wtd Cong: 0.860
  – Port bufs: 25
  – Final HPWL DP: 3.34 mm

Power
  – Flop pwr share: 21.2%
  – Int Pwr: 195 uW
  – VDD IR max: 0.0546 mV
  – Leak pwr: 0.000795 uW
  – NetSw: 146 uW
  – Sw Share: between 40% and 50%
  – Power per cell area: 188 nW/um2
  – Combinational share of power: 63.1%
  – Clk pwr share: 15.7%

Detailed routing
  – Detailed-route DRC error count: 0
  – Overall routed net length: about 3.9 mm
  – DRT iter0 DRCs: 105
  – WL per Instance: approximately 13 um
  – Vias after detailed routing: approximately 1400
  – Pre-antenna DRT Iters: 4
  – Diode count: 0
  – DR vias/cell: 4.45
  – Antenna viol nets, final: 0

Final timing
  – Clock skew: 0.00536 ns
  – Setup_tns: 0 ns
  – Post-route minimum period: 4.74 ns
  – Fmax: 211 MHz
  – Final-report setup violation count: 0
  – Final hold viol count: 0
  – RSZ-0062 raised after global routing: no
  – Cycle use final: 65.9%
  – Worst Max-Slew Pin Slew: between 0.6 and 0.7 ns
  – Relative slew margins: 55.5%
  – Fin. max-slew vios: 0

Hold path
  – Hold Crit Class: reg2reg
  – Worst Hold Launch: count[0]

GRT
  – GRT Overall Usage: slightly below 7%
  – Number of global-route vias before repair: 1358
  – Grt ovf: 0
  – Largest net degree at the start of global routing: 20
  – First-pass GRT wire length: 6.87 mm
  – Initial antenna violation count: 0

Synth
  – Post-Synthesis Cells: 181
  – Top FF cell, synth: dfrtp_1
  – Synth Seq Share: 14.2%
  – Yosys warning tally: 1
  – Avg Cell Area, Syn: around 7.8 um2
  – Yosys synthesis chip area: roughly 1400 um2
  – Cell variety after synth: approximately 42
  – # Cells Yosys: 181
  – Async SR Flop Fraction: 100%
  – Syn Std Cell Area: 1410 um2
  – Post-synth EDFFs: 0
  – Synth flops: 8

Critical path
  – Cell Chain, Critical Path: clkdlybuf4s50_1 -> ha_1 -> xor2_1 -> ha_1 -> nor2b_1 -> a221o_1 -> nand2_1 -> xnor2_1 -> ha_1 -> a211oi_1 -> o21bai_1 -> nor4_2 -> buf_4 -> mux2i_1 -> a311oi_1
  – Flop2flop setup slack: 3.98 ns
  – Slowest stage delay, CP: between 0.4 and 0.5 ns
  – Crit path capture type: flop
  – Crit-path most repeated cell: ha_1
  – CP Class: in2reg
  – Crit Reg-Reg Startpoint: count[1]
  – Critical Path Fanout Max: 11
  – Critical path launch point type: primary input
  – CP required: 7.26 ns
  – Worst R2R Path Depth: 12
  – Reg2reg end: count[4]
  – End of the critical path: count[4]
  – Highest-delay cell along the critical path: clkdlybuf4s50_1
  – Worst Setup SP: step_size[0]
  – CP arrival: 4.81 ns

Layout
  – Filler instances: 830
  – Utilization after layout: 23.5%
  – Largest regs: count (8)
  – Max FFs per register: 8
  – Reg with most FFs: count
  – Area Overhead vs Synth: 28.5%
  – Fraction of layout cells with a size suffix above 1: slightly below 3%

Clock tree
  – Post-CTS Setup Inserts: 0
  – CTS buffer count: 3
  – Clk latency late pin: 0.23 ns
  – TritonCTS Sinks: 8
  – CTS tree: done
  – Root buf cell: clkbuf_8
  – Hold buffers post-CTS: 0
  – Worst-path clk slew: roughly 0.040 ns
  – Bufs on Longest Clock Path: 2
  – Htree depth: 1
  – Post-CTS sizing: 0

Floorplan
  – # IOs: 26
  – Standard-cell rows: 32
  – Floorplan Utilization: 18.3%
  – Chip area: between 10000 and 15000 um2
  – Width of the die: 109 um
  – Die span in y: roughly 110 um
  – Core area: 7730 um2

Flow run
  – Max Cap Violations: 0
  – Tool warnings: 30

Run status
  – Status: complete, no violations
## per-stage QoR
| stage | area [um2] | instances | worst slack, ns | total power (uW) | hold WS (ns) |
|---|---|---|---|---|---|
| after floorplan | 1410 | 181 | 2.92 | 215 | 0.561 |
| after global routing | 1810 | 306 | 2.15 | 381 | 0.704 |
| after CTS | 1810 | 306 | 2.42 | 345 | 0.650 |
| final | 1810 | 306 | 2.46 | 340 | 0.647 |
| after global placement | 1770 | 303 | 2.26 | 288 | 0.647 |
| after detailed placement | 1770 | 303 | 2.22 | 289 | 0.645 |
## power groups by stage
stage	Sequential [uW]	Combinational [uW]	Clock [uW]
final	72.3	215	53.4
after global routing	75.0	248	57.8
after CTS	72.7	217	54.9
## synthesized netlist by cell type (all sizes together) (3+ instances only)
master	count	area (um2)
nor2b	5	31.3
o21ai	11	55.1
mux2i	5	50.1
nand2	12	45.0
a221oi	3	26.3
inv	21	78.8
and4	3	26.3
dfrtp	8	200
o31ai	4	30.0
nand2b	3	18.8
clkbuf	4	15.0
nor2	11	41.3
nor3	3	15.0
a211oi	6	45.0
ha	26	325
xnor2	6	52.6
nand3	8	40.0
a21oi	12	60.1
nand4	4	25.0
## metal layers
metal	track usage [%]	up-vias	wire length (um)
met5	0	-	0
met4	0.942	0	35
met3	0.538	2	123
met2	11.2	23	1850
met1	10.1	633	1930
li1	-	705	-
## kinds of logic (layout without fill, tap and decap cells)
| logic type | Yosys count | after routing | synth area share (%) |
|---|---|---|---|
| flip-flops | 8 | 8 | 14.2 |
| AND-OR/OR-AND | 47 | 47 | 21.5 |
| buffers and inverters | 27 | 50 | 7.36 |
| AND/OR/NAND/NOR | 58 | 58 | 22.6 |
| multiplexers | 5 | 5 | 3.55 |
| adder cells (fa/ha/maj) | 28 | 28 | 25.9 |
| XOR/XNOR | 8 | 8 | 4.96 |
## worst min-delay path by stage
stage                      end  slack (ns)  depth (start not counted)
after global routing  count[0]        0.70                          2
after CTS             count[0]        0.65                          2
final                 count[0]        0.65                          2
## worst max-delay path, delay by kind of cell
| family | cells | cell delay (ns) |
|---|---|---|
| xor gates and xnor gates | 2 | 0.41 |
| buffers and inverters | 2 | 0.68 |
| adders and majority gates | 3 | 0.84 |
| AOI/OAI and AO/OA | 4 | 0.78 |
| and+or+nand+nor | 3 | 0.45 |
| muxes | 1 | 0.20 |
## area by class of cell
type | count | area, um2 | share of cell area (%)
multi-input combinational | 146 | 1110 | 61.1
timing repair buffer | 26 | 258 | 14.2
sequential | 8 | 200 | 11.0
tap | 102 | 128 | 7.04
inverter | 21 | 78.8 | 4.35
clock buffer | 3 | 41.3 | 2.28
## cell usage in the layout, fill, tap and decap left out, types with 8 or more instances in the layout
cell type,netlist,final
nor2_1,11,11
inv_1,21,21
o21ai_0,10,10
nand2_1,12,12
dfrtp_1,8,8
clkdlybuf4s50_1,0,25
a21oi_1,12,12
ha_1,26,26
nand3_1,8,8
Power figures rest on the tool's default switching activity, not on a simulated workload.
